### flow/run.sh
#!/bin/bash
# OpenROAD 26Q1-2900-gdf79404cd8, Yosys 0.63+post, stock flow scripts
make -C /OpenROAD-flow-scripts/flow DESIGN_CONFIG=/design/flow/config.mk WORK_HOME=/design/flow/orfs finish
### flow/config.mk
export PLATFORM = sky130hd
export DESIGN_NAME = alu
export DESIGN_NICKNAME = alu
export VERILOG_FILES = /design/flow/design.v
export SDC_FILE = /design/flow/constraint.sdc
export NUM_CORES = 4
export LEC_CHECK = 1
export CORE_UTILIZATION = 40
### flow/constraint.sdc
current_design alu

set clk_period 14.0
set clk_io_pct 0.2

create_clock -name clk0 -period $clk_period

set non_clock_inputs [all_inputs -no_clocks]
set_input_delay [expr $clk_period * $clk_io_pct] -clock clk0 $non_clock_inputs
set_output_delay [expr $clk_period * $clk_io_pct] -clock clk0 [all_outputs]
### flow/design.v
`timescale 1ns / 1ps
module alu(
    input  signed [64-1:0] a,
    input  signed [64-1:0] b,
    input         [3:0]       alu_op,
    output signed [64-1:0] result,
    output                    zero,
    output                    negative,
    output                    carry,
    output reg                overflow
);
    reg  signed [64:0] buff;
    wire buff_msb = buff[64]; 
    assign result = buff[64-1:0];
    assign zero = result == 0;
    assign negative = result < 0;
    assign carry = 1;  
    always @* begin
        overflow = 0;
        case(alu_op)
            4'b0000: 
                buff = a & b;
            4'b0001:   
                buff = a | b;
            4'b0010: begin      
                buff = a + b;
                if (a > 0 && b > 0 && buff_msb == 1) overflow = 1;
                else if (a < 0 && b < 0 && buff_msb == 0) overflow = 1;          
            end
            4'b0110: begin
                buff = a - b;
                if (a > 0 && b < 0 && buff_msb == 1) overflow = 1;
                else if (a < 0 && b > 0 && buff_msb == 0) overflow = 1;
            end
            4'b0111:   
                buff = b;
            4'b1100:      
                buff = ~(a | b);
            4'b0100:      
                buff = a ^ b;
            4'b1000:
                buff = a << b;
            4'b1001:
                buff = a >> b;
        endcase
    end
endmodule
==> results.txt <==
Implementation results. Number of register pins that no clock reaches landed at 65. By instance count after routing, the leading logic cell type is sky130_fd_sc_hd__nor2_1. Summed over all routing layers, the global router reports a total usage of 0.4911. Core footprint landed at 49050 sq um. Final core area utilization landed at 0.4595. Simple-gate share of the synthesized area landed at 0.2225. Number of buffers inserted by port buffering landed at 199.

In the final layout, the share of cells above drive strength 1 is 0.09434. Number of hold buffers added after CTS landed at 0. Core utilization at floorplan landed at 0.4057. Area fraction in compound gates after synthesis landed at 0.2866. Flip-flop count of the largest register after layout landed at 65. The library cells used most frequently in the layout, excluding fill and tap cells, are 404 x sky130_fd_sc_hd__nor2_1, 274 x sky130_fd_sc_hd__a21oi_1, 262 x sky130_fd_sc_hd__nand2_1. Worst max-slew margin expressed relative to the limit landed at -0.01074. Number of search-and-repair iterations in the first detailed-routing pass landed at 8.

Summing every instance area after synthesis gives 19900 sq um. In the finished design, the share of the clock period the worst path needs comes to 0.6951. The detail route stage leaves a number of antenna-violating nets equal to 0. After detailed placement, the total cell area comes to 22520 sq um.

Data required time at the worst endpoint landed at 11200 ps. The final timing report lists a max-slew violation count of 2. In this run the worst hold path is classified as input port to output port.

Number of warnings in the stage logs landed at 97. Synthesized area per cell landed at 6.972 sq um. The final timing report lists a hold violation count of 0.

The worst setup path is launched from an input port. In the synthesized netlist the dominant register cell turns out to be sky130_fd_sc_hd__dlxtn_1. Routed wire length landed at 123.4 mm.

The number of antenna violations at the first check in global routing is 14. Count of cells along the worst hold path landed at 5. Setup violations remaining at the end of the flow were counted as 0.

The run reported a max-capacitance violation count of 1. According to the floorplan report, the die width is 225.0 microns. The worst setup path is of the input port to output port kind. Count of flip-flops with a built-in enable after synthesis landed at 0. Top fanout value on the critical path landed at 14. For this run, the chip area from Yosys synthesis comes to 19900 sq um. Mean number of vias per cell landed at 7.085. Looking at the post-CTS report, the setup buffer insertion count equals 0. Minimum setup slack in the final design landed at 4268 ps. Setup repair after global routing left no endpoint under its margin. Per the OpenROAD power report, leakage power amounts to 0.008847 uW. After global routing the overflow that remains totals 0.

Yosys stat counts 2854 cells in the synthesized netlist. In this run, the synthesized area fraction spent on xor and xnor cells is recorded as 0.04930. Number of standard cells after synthesis landed at 2854. In this run, the synthesized area fraction spent on adder and majority cells is recorded as 0.1230.

Worst supply voltage drop on vdd landed at 0.00002277 V. Ratio of total power to cell area landed at 44.85 nW/um^2. Post-synthesis mux area share landed at 0.1932. The placement summary gives the final routability congestion estimate as 1.145.

Chip area landed at 50640 sq um. Total via count after detailed routing landed at 25380. For this run, the top clock speed supported by timing is 102.8 MHz. The synthesis run identifies the leading combinational cell family as AND-OR/OR-AND gates.

The path with the worst hold slack has its endpoint at overflow. The worst setup path is captured at an output port. The pin closest to its max-slew limit shows a slew of 1500 ps. In this run the most critical hold path is launched from a[63]. Number of register bits inferred by synthesis landed at 65.

Once the clock tree was built, the resizer swapped 0 gates to a different size. The first global-routing pass estimated 172.5 mm of wire. Hold slack landed at 6931 ps. Proportion of synthesized flip-flops having asynchronous set or reset landed at 0. Number of design rule violations left after detail routing landed at 0. Warnings reported by Yosys during synthesis add up to 1. After routing, the total negative slack on setup checks comes to 0 ps. Data arrival time of the critical path landed at 6930 ps.

Number of distinct standard cells referenced by the synthesized netlist landed at 90. Relative to the synthesized area, the layout overhead comes to 13.26%. STA on the placed design reports a worst setup slack of 4426 ps. Average wire per cell in the routed design landed at 34.46 microns.

Die extent in y landed at 225.0 microns. The initialized floorplan defines 81 standard-cell rows. 131 endpoints have no timing constraint.

The flow ran to the end, but the final reports show violations. The number of global-route vias before repair came to 23450. After legalization and detailed placement, the total HPWL measured 95.46 mm. The final reports fail on max-capacitance violations, max-slew violations. Entering global routing, the biggest net connects 77 pins. The violation tally recorded at the end of detailed-routing iteration 0 is 4020. After routing the design area is 22540 sq um.

Counting I/O delays and the setup requirement, the final critical path takes 9732 ps. In this run the count of I/O pins placed on the die edge is 200.
[final cells by class]
class	instances	area (sq um)
sequential	65	975.9
fill	4920	26510
multi-input combinational	2410	17470
timing repair buffer	296	2711
tap	664	830.8
antenna	3	7.507
inverter	144	543.0
[power by group]
| part | total [uW] | switching [uW] | internal, uW | leakage (uW) |
|---|---|---|---|---|
| combinational | 968 | 619 | 349 | 0.00833 |
| clock | 0.0000307 | 0 | 0.0000307 | 0.0000000159 |
| sequential | 43.0 | 11.4 | 31.6 | 0.000522 |
[critical path: stages]
cell and delay (ps):
sky130_fd_sc_hd__clkdlybuf4s50_1 780, sky130_fd_sc_hd__nor3_2 780, sky130_fd_sc_hd__nand4_1 640, sky130_fd_sc_hd__nor4_1 420, sky130_fd_sc_hd__buf_4 210, sky130_fd_sc_hd__nand2_1 120, sky130_fd_sc_hd__ha_1 220, sky130_fd_sc_hd__mux2_2 260
sky130_fd_sc_hd__nand4_1 90, sky130_fd_sc_hd__o22ai_1 120, sky130_fd_sc_hd__clkdlybuf4s50_1 470
[kinds of logic (layout without fill, tap and decap cells)]
| group | after synthesis | after routing |
|---|---|---|
| compound gates | 872 | 872 |
| xor+xnor | 112 | 112 |
| fa+ha+maj | 195 | 195 |
| buf+inv | 379 | 440 |
| latches | 65 | 65 |
| mux | 245 | 245 |
| other cells | 1 | 4 |
| simple gates | 985 | 985 |
[through the flow]
step                instances  total power, uW
global route             3579             1054
CTS                      3579            961.3
global placement         3579            954.9
floorplan                2854            582.8
finish                   3582             1011
detailed placement       3579            955.5
[worst max-delay path by stage]
| stage | from | to | slack [ps] | cells past startpoint |
|---|---|---|---|---|
| final | b[6] | overflow | 4270 | 11 |
| after global routing | b[6] | overflow | 4170 | 11 |
| after CTS | b[6] | overflow | 4420 | 11 |
[metal layers]
layer  GRT usage  wire [microns]  vias up
met2      0.6667           48450     2102
li1            -               -    10820
met5     0.03226             292        -
met4      0.2247            7620       22
met1      0.6462           47040    11990
met3      0.2480           20020      452
[Yosys cell counts (all sizes together) (17+ instances only)]
cell type	count	area share
xnor2	93	0.041
o21ai	150	0.038
a21o	31	0.012
mux2i	113	0.057
buf	63	0.017
a221oi	65	0.029
xor2	19	0.0084
o31ai	23	0.0089
o22ai	34	0.011
nand4	43	0.014
nor3	70	0.018
inv	143	0.027
nand3	59	0.015
and2	17	0.0053
o211ai	37	0.014
clkbuf	172	0.032
ha	194	0.12
nand2	262	0.049
mux2	23	0.013
dlxtn	65	0.049
nor2	404	0.076
a211oi	30	0.012
a21oi	275	0.069
nor4	49	0.015
a31oi	48	0.015
mux4	109	0.12
No activity file was given, so power comes from the tool's default toggle rates.
