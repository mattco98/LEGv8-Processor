<file path="run.sh">
#!/bin/bash
# OpenROAD 26Q1-2900-gdf79404cd8, Yosys 0.63+post, stock flow scripts
make -C /OpenROAD-flow-scripts/flow DESIGN_CONFIG=/design/flow/config.mk WORK_HOME=/design/flow/orfs finish
</file>
<file path="config.mk">
export PLATFORM = sky130hd
export DESIGN_NAME = mux3
export DESIGN_NICKNAME = mux3
export VERILOG_FILES = /design/flow/design.v
export SDC_FILE = /design/flow/constraint.sdc
export NUM_CORES = 4
export LEC_CHECK = 1
export CORE_AREA = 10 10 107 107
export DIE_AREA = 0 0 117 117
</file>
<file path="constraint.sdc">
current_design mux3

set clk_period 8.2
set clk_io_pct 0.2

create_clock -name clk0 -period $clk_period

set non_clock_inputs [all_inputs -no_clocks]
set_input_delay [expr $clk_period * $clk_io_pct] -clock clk0 $non_clock_inputs
set_output_delay [expr $clk_period * $clk_io_pct] -clock clk0 [all_outputs]
</file>
<file path="design.v">
`timescale 1ns / 1ps
module mux3 #(parameter SIZE=64) (
    input  [SIZE-1:0] a,
    input  [SIZE-1:0] b,
    input  [SIZE-1:0] c,
    input  [1:0] control,
    output [SIZE-1:0] out
);
    assign out = control == 2'b00 ? a : (control == 2'b01 ? b : c);
endmodule
</file>
==> impl_metrics.json <==
{
  "outcome": "finished clean",
  "postSynthCellCount": 213,
  "die_height_um": 117,
  "topCellsByArea": "mux2i_1 (47%), o21ai_1 (22%), nand2_1 (18%)",
  "ys_types": 9,
  "cp_slowest_stage_delay_ns": 0.57,
  "drtIter0Drc": 109,
  "area_growth_pct": 188,
  "min_path_type": "input pin to output pin",
  "grt_overflow": 0,
  "synth_top_area_share": 0.469,
  "flop_area_sq_um": 0,
  "slew_headroom": 0.499,
  "required_ns": 6.56,
  "setup_viol": 0,
  "clkbuf_count": 0,
  "holdWs_ns": 4.19,
  "cp_slowest_cell": "buf_4",
  "postPlaceCellArea_sq_um": 3930,
  "pre_cts_slack_ns": 3.00,
  "top_area_cell": "mux2i_1",
  "grt_max_degree": 82,
  "design_area_sq_um": 3930,
  "cap_viol_max_count": 0,
  "arrival_ns": 3.53,
  "first_pass_iters": 4,
  "path_class": "input pin to output pin",
  "crit_path_start_kind": "input pin",
  "finalClockPeriodUsage": 0.631,
  "post_cts_resized": 0,
  "die-area_sq_um": 13700,
  "tightestPinTransition_ns": 0.752,
  "synthTopCellsByCount": "mux2i_1 (64), nand2_1 (64), o21ai_1 (60)",
  "core_sq_um": 9200,
  "slew_violations": 0,
  "post-route-util": 0.428,
  "ff_count": 0,
  "p_leak_nw": 1.62,
  "dpl.hpwl_um": 9010,
  "fill_cells": 925,
  "ys_area_sq_um": 1370,
  "die_w_um": 117,
  "yosys_cells": 213,
  "setup_slack_ns": 3.03,
  "ir_worst_vdd_mv": 0.0215,
  "antenna_found_initial": 0,
  "critPathMaxFanout": 33,
  "end_kind": "output pin",
  "rows": 35,
  "tns_ns": 0,
  "place_congestion": 0.946,
  "ys_seq_frac": 0,
  "grt_pass1_wl_um": 13400,
  "drive_gt1_frac": 0.00885,
  "pin_count": 258,
  "cp_cell_sequence": "buf_4 -> buf_4 -> mux2i_1 -> o21ai_1 -> clkdlybuf4s50_1",
  "timing.critical_path.mode_cell": "buf_4",
  "gr-usage-all-layers": 0.127,
  "insertedDiodeCount": 0,
  "cts.repair_timing.setup_buffer_count": 0,
  "drcViolationCount": 0,
  "grt_pass1_vias": 2224,
  "netlist_area_sq_um": 1370,
  "hold_violations": 0,
  "detail_route.vias_per_cell": 4.04,
  "rsz0062_at_grt": "false",
  "fin_crit_ns": 5.17,
  "num_vias": 2273,
  "fmax_mhz": 193,
  "warning_count": 32,
  "routed_wl_um": 10200,
  "wl_per_cell_um": 18.1,
  "postRouteAntennaNets": 0,
  "power_density_nw_per_um2": 51.2,
  "cts_hold_buf": 0,
  "fp_util": 0.149,
  "yosys_warnings": 0,
  "io_buffer_count": 258,
  "synth.avg_cell_area_sq_um": 6.41
}
[cell usage in the layout, fill, tap and decap left out]
master,count
o21ai_0,4
mux2i_1,64
o21ai_1,60
buf_4,4
nand2_1,64
clkdlybuf4s50_1,256
[where the power goes]
| part | switching [mW] | internal, mW | leakage, nW |
|---|---|---|---|
| clock network | 0 | 0 | 0 |
| registers | 0 | 0 | 0 |
| logic | 0.0530 | 0.148 | 1.62 |
[through the flow]
step | power [mW] | instances
3_3_place_gp | 0.204 | 563
2_1_floorplan | 0.0526 | 213
6_report | 0.201 | 563
3_5_place_dp | 0.204 | 563
4_1_cts | 0.205 | 563
5_1_grt | 0.218 | 563
[final timing paths]
kind / slack [ns] / endpoint / from / depth (start not counted)
worst min-delay path: 4.19 / out[18] / c[18] / 4
worst max-delay path: 3.03 / out[36] / control[0] / 5
[cell families (layout without fill, tap and decap cells)]
group	count (synthesis)	after routing	share of synthesized area
muxes	64	64	0.469
AOI/OAI and AO/OA	64	64	0.234
buffers and inverters	21	260	0.121
and+or+nand+nor	64	64	0.176
[per-layer routing]
| metal | part of all wire | track usage | vias to the layer above |
|---|---|---|---|
| met1 | 0.35 | 0.139 | 948 |
| met3 | 0.087 | 0.0310 | 0 |
| met2 | 0.56 | 0.253 | 95 |
| li1 | - | - | 1230 |
| met5 | 0 | 0 | - |
| met4 | 0 | 0 | 0 |
[worst max-delay path: cells and delay by family]
family	cells	cell delay (ns)
compound gates	1	0.19
buf+inv	3	1.51
mux	1	0.15
[area by class of cell]
type                            count  area, sq um  share of cell area
Timing Repair Buffer              260         2590               0.659
Tap cell                          111          139              0.0353
Multi-Input combinational cell    192         1200               0.305
Power and IR drop assume default switching activity.
