<file path="constraint.sdc">
current_design mux4

set clk_period 1.1
set clk_io_pct 0.2

create_clock -name clk0 -period $clk_period

set non_clock_inputs [all_inputs -no_clocks]
set_input_delay [expr $clk_period * $clk_io_pct] -clock clk0 $non_clock_inputs
set_output_delay [expr $clk_period * $clk_io_pct] -clock clk0 [all_outputs]
</file>
<file path="design.v">
`timescale 1ns / 1ps
module mux4 #(parameter SIZE=64)(
    input      [SIZE-1:0] a, 
    input      [SIZE-1:0] b,
    input      [SIZE-1:0] c,
    input      [SIZE-1:0] d,
    input      [1:0]      control,
    output reg [SIZE-1:0] out
);
    always @*
        case(control)
            'b00: out <= a;
            'b01: out <= b;
            'b10: out <= c;
            'b11: out <= d;
        endcase
endmodule
</file>
<file path="config.mk">
export PLATFORM = sky130hd
export DESIGN_NAME = mux4
export DESIGN_NICKNAME = mux4
export VERILOG_FILES = /design/flow/design.v
export SDC_FILE = /design/flow/constraint.sdc
export NUM_CORES = 4
export LEC_CHECK = 1
export CORE_AREA = 10 10 131 131
export DIE_AREA = 0 0 141 141
</file>
<file path="run.sh">
#!/bin/bash
# OpenROAD 26Q1-2900-gdf79404cd8, Yosys 0.63+post, stock flow scripts
make -C /OpenROAD-flow-scripts/flow DESIGN_CONFIG=/design/flow/config.mk WORK_HOME=/design/flow/orfs finish
</file>
==> results_dict.tcl <==
# implementation run metrics
set metrics [dict create \
    internal-power_w 0.00114 \
    violations "setup timing" \
    setup_violations 64 \
    arrival_ns 1.21 \
    totalWireLength_mm 13.6 \
    worst_path_largest_cell_delay_ns 0.46 \
    critPathKind "input pin to output port" \
    path_max_fanout 1 \
    p_per_area_nw_per_um2 334 \
    rsz0062_at_grt "yes" \
    maxSlewViolCount 0 \
    min_to "out[10]" \
    setup_ws_ns -0.333 \
    fin_hold_ws_ns 0.830 \
    ios 322 \
    synth.cell_area_um2 1620 \
    cp-start-kind "input pin" \
    pwr-share-comb_pct 100.0 \
    clkbuf_count 0 \
    fp-row-count 44 \
    ys_cells 78 \
    place_congestion 0.907 \
    p_sw_share_pct 27.3 \
    track_usage_pct 13.0 \
    syn_avg_cell_area_um2 20.8 \
    die_x_um 141 \
    irDropWorstVdd_mv 0.117 \
    io_buffer_count 322 \
    drtIter0Drc 53 \
    placed_cell_area_um2 5020 \
    period_needed_ns 1.43 \
    worstSetupEndpointType "output port" \
    hold_path_depth 3 \
    stdcell_area_um2 4700 \
    warnings 35 \
    netSwitchingPower_w 0.000428 \
    grt_use_met2_pct 23.3 \
    gr-total-overflow 0 \
    drc 0 \
    cap_violations 0 \
    tightest_slew_ns 0.206 \
    pwr-share-seq_pct 0 \
    grt_max_degree 34 \
    clkPwrFrac_pct 0 \
    yosysWarnings 1 \
    status "complete, but fails checks" \
    seq_cell_count 0 \
    timing.final.hold_violations 0 \
    worstPathCellList "clkdlybuf4s50_1, mux4_2, buf_6" \
    hpwlAfterDp_mm 11.8 \
    top_usage_layer "met2" \
    viasPerCell 4.15 \
    required_ns 0.88 \
    fillers 1556 \
    yosys_area_um2 1620 \
    p_leak_nw 2.25 \
    flop_area_um2 0 \
    synth.distinct_cells 6 \
    holdCritStartpoint "a[10]" \
    use_met1_pct 14.6 \
    syn2layout_area_growth_pct 190 \
    met3_usage_pct 5.73 \
    fmax_mhz 698 \
    grt_pass1_vias 2898 \
    startpoint "b[20]" \
    route.antenna.remaining_nets 0 \
    grt_first_pass_wirelength_mm 19.5 \
    final_layout_size_suffix_gt1_share_pct 36.9 \
    timing.final.crit_share_pct 130 \
    cts_hold_buf 0 \
    relSlewSlack_pct 86.2 \
    firstDrtPassIters 4 \
    drt-wirelength-per-cell_um 22.9 \
    initCoreUtil_pct 11.3 \
    synthCells 78 \
    vias 2464 \
    antenna_found_initial 4 \
    min_path_type "input pin to output port" \
    core_area_um2 14400 \
    crit_path_top_delay_cell "mux4_2" \
    die_y_um 141 \
    chipArea_um2 19900 \
    ys_seq_share_pct 0 \
]
[kinds of logic after synthesis]
family	after synthesis	synth area share [%]
multiplexers	64	89.7
buffers and inverters	14	10.3
[metal layers]
layer / wire, um / share of wire [%] / vias up
met5: 7 / 0.051 / -
met4: 29 / 0.21 / 2
met3: 1610 / 12 / 4
met2: 7160 / 53 / 178
met1: 4810 / 35 / 1201
li1: - / - / 1079
[metrics by stage]
step	power [W]	utilization [%]	worst slack [ns]	instances	setup TNS, ns
after floorplan	0.000518	-	-0.0737	78	-4.42
after global placement	0.00200	34.8	-0.860	579	-43.54
after detailed placement	0.00200	34.8	-0.790	579	-43.81
after CTS	0.00161	32.4	-0.342	590	-16.92
after global routing	0.00169	32.6	-0.360	593	-18.20
final	0.00157	32.6	-0.333	594	-15.83
[cell usage after synthesis, drive strengths merged]
| cell | count | share of area [%] |
|---|---|---|
| mux4 | 64 | 90 |
| buf | 13 | 9.9 |
| clkbuf | 1 | 0.31 |
[layout make-up]
class,count,area (um^2),share of cell area (%)
antenna,4,10.0,0.213
multi-input combinational,64,1440,30.6
tap,184,230,4.89
timing repair buffer,342,3020,64.2
[what timing repair did]
item / 4_1_cts / 5_1_grt
resized: 483 / 6
setup buffers: 5 / 0
endpoints found under the setup margin: 64 / 64
cloned: 6 / 0
[power by group through the flow]
stage | combinational (W) | sequential (W) | clock, W
4_1_cts | 0.00161 | 0 | 0
5_1_grt | 0.00169 | 0 | 0.000000000365
6_report | 0.00157 | 0 | 0.000000000487
[how the worst max path moves through the flow]
stage                     end  slack (ns)  cells after the start
after CTS             out[26]       -0.34                      5
final                 out[20]       -0.33                      3
after global routing  out[28]       -0.36                      5
[cells in the final DEF (no fill, tap or decap)]
cell type | netlist | routed
buf_16 | 0 | 7
buf_6 | 1 | 10
dlygate4sd2_1 | 0 | 247
diode_2 | 0 | 4
mux4_2 | 60 | 64
buf_4 | 0 | 2
clkdlybuf4s50_1 | 0 | 4
buf_2 | 6 | 60
dlymetal6s2s_1 | 0 | 5
buf_8 | 0 | 1
buf_12 | 6 | 6
[worst max-delay path: cells and delay by family]
| family | cells | cell delay [ns] |
|---|---|---|
| muxes | 1 | 0.46 |
| buffers and inverters | 2 | 0.53 |
No activity file was given, so power comes from the tool's default toggle rates.
